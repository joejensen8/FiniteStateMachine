===== /design/flow/run.sh =====
#!/bin/bash
# OpenROAD 26Q1-2900-gdf79404cd8, Yosys 0.63+post, stock flow scripts
make -C /OpenROAD-flow-scripts/flow DESIGN_CONFIG=/design/flow/config.mk WORK_HOME=/design/flow/orfs finish

===== /design/flow/config.mk =====
export PLATFORM = sky130hd
export DESIGN_NAME = lab1
export DESIGN_NICKNAME = lab1
export VERILOG_FILES = /design/flow/design.v
export SDC_FILE = /design/flow/constraint.sdc
export NUM_CORES = 4
export LEC_CHECK = 1
export CORE_UTILIZATION = 30

===== /design/flow/constraint.sdc =====
current_design lab1

set clk_period 3.3
set clk_io_pct 0.2

create_clock -name clk0 -period $clk_period [get_ports {CLOCK_50}]

set non_clock_inputs [all_inputs -no_clocks]
set_input_delay [expr $clk_period * $clk_io_pct] -clock clk0 $non_clock_inputs
set_output_delay [expr $clk_period * $clk_io_pct] -clock clk0 [all_outputs]

===== /design/flow/design.v =====
module lab1
       (
           input CLOCK_50,
           input CLOCK_50_2,
           input [ 2: 0 ] BUTTON,
           input [ 9: 0 ] SW,
           output [ 6: 0 ] HEX0_D,
           output HEX0_DP,
           output [ 6: 0 ] HEX1_D,
           output HEX1_DP,
           output [ 6: 0 ] HEX2_D,
           output HEX2_DP,
           output [ 6: 0 ] HEX3_D,
           output HEX3_DP,
           output [ 9: 0 ] LEDG
       );
	wire slw_clk;
	wire right_in;
	wire left_in;
	wire brake_in;
	wire error_out;
	wire [2:0] right_signal_out;
	wire [2:0] left_signal_out;
	wire [1:0] brake_out;
	wire [2:0] left_brk_lights;
	wire [2:0] right_brk_lights;
	assign right_signal_in = SW[0];
	assign left_signal_in = SW[1];
	assign brake_in = ~BUTTON[2];
	assign HEX0_D [6:0] = ~0;
	assign HEX1_D [6:0] = ~0;
	assign HEX2_D [6:0] = ~0;
	assign HEX3_D [6:0] = ~0;
	assign HEX1_DP = 1;
	assign HEX2_DP = 1;
	assign HEX0_DP = ~error_out;
	assign HEX3_DP = ~slw_clk;
	assign LEDG [2:0] = right_brk_lights [2:0];
	assign LEDG [9:7] = left_brk_lights [2:0];
	assign LEDG[5:4] = brake_out[1:0];
	slowClock my_clk(CLOCK_50, slw_clk);
	turnSignal my_signal(slw_clk, left_signal_in, right_signal_in, left_signal_out[2:0], right_signal_out[2:0], error_out);
	brakeLight my_brake_light(slw_clk, brake_in, left_signal_out [2:0], right_signal_out [2:0], left_brk_lights [2:0], brake_out [1:0], right_brk_lights [2:0]);
endmodule
module brakeLight
	( 
	input clk, brake,
	input [2:0] l_signal,
	input [2:0] r_signal, 
	output reg [2:0] l_lights,
	output reg [1:0] c_lights,
	output reg [2:0] r_lights);
	reg [1:0] state; 
	reg brake_active;
	parameter idle = 0, brk_active = 1, brk_1 = 2, brk_2 = 3;
	always @(posedge clk)
		begin
			if(brake_active)
				begin
					l_lights = ~l_signal;
					r_lights = ~r_signal;
					c_lights = 2'b11;
				end
			else
				begin
					l_lights = l_signal;
					r_lights = r_signal;
					c_lights = 2'b00;	
				end
		end
	always @(posedge clk) 
		begin
			case (state)
					idle: 
						if(brake)
							begin
								state <= brk_active;
							end
						else
							begin
								state <= idle;
							end
					brk_active:
						if(brake)
							begin
								state <= brk_active;
							end
						else
							begin
								state <= brk_1;
							end
					brk_1:
						if(brake)
							begin
								state <= brk_active;
							end
						else
							begin
								state <= brk_2;
							end
					brk_2:
						if(brake)
							begin
								state <= brk_active;
							end
						else
							begin
								state <= idle;
							end
				endcase
		end
	always @(state or brake)
		begin
			case (state)
				idle:
					if(brake)
						begin
							brake_active = 1;
						end
					else
						begin
							brake_active = 0;
						end
				brk_active: 
					begin
						brake_active = 1;
					end
				brk_1:
					begin
						brake_active = 1;
					end
				brk_2:
					if(brake)
						begin
							brake_active = 1;
						end
					else
						begin
							brake_active = 0;
						end
			endcase
		end
endmodule
module slowClock
	( 
	input clk,
	output new_clk);
	reg[23:0] count;
	assign new_clk = count[23];
	always @(posedge clk)
		begin
				count <= count+1;
		end
endmodule
module turnSignal
				( 
				input clk, left, right,
				output reg [2:0] l_signal,
				output reg [2:0] r_signal,
				output reg error);
				reg [4:0] state;
				parameter idle = 0, r11 = 1, r12 = 2, r13 = 3, r21 = 4, r22 = 5, 
								r23 = 6, r31 = 7, r32 = 8, r33 = 9, l11 = 10, 
								l12 = 11, l13 = 12, l21 = 13, l22 = 14, 
								l23 = 15, l31 = 16, l32 = 17, l33 = 18, err = 19;
				always @(state)
					begin
						case(state)
							idle:
							begin
								l_signal <= 0;
								r_signal <= 0;
								error <= 0;
							end
							r11:
							begin
								l_signal<= 0;
								r_signal <= 3'b100;
								error <= 0;
							end
							r12:
							begin
								l_signal<= 0;
								r_signal <= 3'b100;
								error <= 0;
							end
							r13:
							begin
								l_signal<= 0;
								r_signal <= 3'b100;
								error <= 0;
							end
							r21:
							begin
								l_signal <= 0;
								r_signal <= 3'b110;
								error <= 0;
							end
							r22:
							begin
								l_signal <= 0;
								r_signal <= 3'b110;
								error <= 0;
							end
							r23:
							begin
								l_signal <= 0;
								r_signal <= 3'b110;
								error <= 0;
							end
							r31:
							begin
								l_signal <= 0;
								r_signal <= 3'b111;
								error <= 0;
							end
							r32:
							begin
								l_signal <= 0;
								r_signal <= 3'b111;
								error <= 0;
							end
							r33:
							begin
								l_signal <= 0;
								r_signal <= 3'b111;
								error <= 0;
							end
							l11:
							begin
								r_signal <= 0;
								l_signal <= 3'b001;
								error <= 0;
							end
							l12:
							begin
								r_signal <= 0;
								l_signal <= 3'b001;
								error <= 0;
							end
							l13:
							begin
								r_signal <= 0;
								l_signal <= 3'b001;
								error <= 0;
							end
							l21:
							begin
								r_signal <= 0;
								l_signal <= 3'b011;
								error <= 0;
							end
							l22:
							begin
								r_signal <= 0;
								l_signal <= 3'b011;
								error <= 0;
							end
							l23:
							begin
								r_signal <= 0;
								l_signal <= 3'b011;
								error <= 0;
							end
							l31:
							begin
								r_signal <= 0;
								l_signal <= 3'b111;
								error <= 0;
							end
							l32:
							begin
								r_signal <= 0;
								l_signal <= 3'b111;
								error <= 0;
							end
							l33:
							begin
								r_signal <= 0;
								l_signal <= 3'b111;
								error <= 0;
							end
							err:
							begin
								l_signal <= 0;
								r_signal <= 0;
								error <= 1;
							end							
						endcase
					end
				always @(posedge clk)
					begin
						case (state)
								idle:
									if (left && right)
										state = err;
									else if(left)
										state = l11;
									else if(right)
										state = r11;
									else
										state = idle;
								r11:
									state = r12;
								r12:
									state = r13;
								r13:
									if (left && right)
										state = err;
									else if(right)
										state = r21;
									else
										state = idle;
								r21:
									state = r22;
								r22:
									state = r23;
								r23:
									if (left && right)
										state = err;
									else if(right)
										state = r31;
									else
										state = idle;
								r31: 
									state = r32;
								r32:
									state  = r33;
								r33:
									if (left && right)
										state = err;
									else
										state = idle;
								l11:
									state = l12;
								l12:
									state = l13;
								l13:
									if (left && right)
										state = err;
									else if(left)
										state = l21;
									else
										state = idle;
								l21:
									state = l22;
								l22:
									state = l23;
								l23:
									if (left && right)
										state = err;
									else if(left)
										state = l31;
									else
										state = idle;
								l31: 
									state = l32;
								l32:
									state  = l33;
								l33:
									if (left && right)
										state = err;
									else
										state = idle;
								err:
									if(left && right)
										state = err;
									else 
										state = idle;
							endcase
				end
endmodule

==> out/metrics.cfg <==
[run_status]
status=complete, no violations

[worst_setup_path]
crit_start=my_clk.count[0]$_DFF_P_
path_buffers=0
critical_path.reg2reg.startpoint=my_clk.count[0]$_DFF_P_
path_class=reg2reg
crit_slowest_cell=or4_1
path_delay_family=simple AND/OR/NAND/NOR gates
required_ps=3500
critPathCaptureType=register
cp_cell_sequence=ha_1 > nand3_1 > or4_1 > nor4_1 > xor2_1
crit_fanout=6
arrival_ps=2180
slowest_delay_ps=640
start_kind=register

[pwr]
irDropWorstVdd_uv=300.2
total_power_mw=0.4946
p_per_area_nw_per_um2=214.4
power_leakage_nw=0.9687

[detailed_routing]
vias_per_cell=3.769
dr_total_vias=1176
post_drt_wl_per_cell_um=7.548
dr.pass1.iters=3
ant_nets=0
route.final.wire_length_mm=2.355
antenna-diode-count=0
first_iter_violations=40
post-route-drc-count=0

[yosys]
top_cell_area_share=0.4991
ys_top_logic_family=simple AND/OR/NAND/NOR gates
ys_sh_simple=0.1689
flop_cell=dfxtp_1
avgSynthCellArea_um2=10.58
ys_sh_mux=0
synth_cells=201
most_common_cell=dfxtp_1
aoi_share=0.01354
common_cells=dfxtp_1, buf_4, xor2_1, xnor2_1
ys_seq_elements=60
synthAdderAreaFrac=0.01766
netlist-cell-type-count=30
yosys-stat-area_um2=2126
edf_count=0
yosysTopAreaCell=dfxtp_1
syn_area_um2=2126
ys_cells=201
async_flop_share=0
topCellsByArea=dfxtp_1, buf_4, xor2_1
xor_share=0.1154
ys_warn_count=7

[floorplan]
fp_util=0.3112
die_width_um=86.18
design.core.area_um2=6832
die_y_um=86.18
ios=57
chipArea_um2=7427
rows=30

[flow_run]
cap_viol_max_count=0
openroad.warnings=37

[clock_tree]
cts_tree=yes
htreeDepth=1
cts_max_path_buffers=2
postCtsSetupBuffers=0
root_buffer=clkbuf_8
cts-resized-gates=0
clk_pin_slew_ps=80
insertion_delay_ps=260
hold_buffers=0
cts_buffers=3

[final_layout]
n_fill_cell=700
syn2layout_area_growth_pct=8.534
drive_above_1_share=0.06481
fin_util=0.3377

[placement]
post-dp-hpwl_mm=1.782
port_buffers=13
gp_congestion=0.7336

[grt]
grt_pass1_vias=1028
grt_max_degree=31
grt_pass1_wl_mm=4.146
track_usage=0.06773
antenna_found_initial=0
grt_overflow_total=0

[final_timing]
unclocked_regs=36
setup_viol=0
tns_ps=0
finalHoldViolCount=0
slew_violations=0
timing.final.crit_share=0.6003
layout_min_cycle_time_ps=1981
fin_skew_ps=3.523
untimed_endpoints=45
rsz0062_at_grt=no
max_freq_ghz=0.5048

[min_path]
min-delay-start=my_clk.count[0]$_DFF_P_
hold_class=reg2reg

state kept, by name, indices dropped and copies added, names as in the netlist:
name                     cells
my_brake_light.state         2
my_signal.l_signal           3
my_signal.r_signal           3
my_brake_light.c_lights      1
my_brake_light.r_lights      3
my_brake_light.l_lights      3
my_signal.state             20
my_clk.count                24
my_signal.error              1
metal layers:
| metal | up-vias | GRT usage | part of all wire |
|---|---|---|---|
| li1 | 617 | - | - |
| met1 | 529 | 0.09354 | 0.51 |
| met2 | 28 | 0.1198 | 0.45 |
| met3 | 2 | 0.01159 | 0.038 |
| met4 | 0 | 0.003030 | 0.0042 |
| met5 | - | 0 | 0 |
final timing paths:
| path | slack, ps | cells after the start | endpoint |
|---|---|---|---|
| hold reg to reg | 420 | 1 | my_clk.count[0]$_DFF_P_ |
| setup reg to reg | 1320 | 5 | my_clk.count[22]$_DFF_P_ |
| hold / removal | 420 | 1 | my_clk.count[0]$_DFF_P_ |
| setup / recovery | 1320 | 5 | my_clk.count[22]$_DFF_P_ |
cell families (layout without fill, tap and decap cells):
| logic type | count (synthesis) | in the layout |
|---|---|---|
| other | 2 | 32 |
| buffers and inverters | 42 | 27 |
| AOI/OAI and AO/OA | 5 | 5 |
| and+or+nand+nor | 61 | 61 |
| xor gates and xnor gates | 28 | 28 |
| DFF | 53 | 53 |
| adders and majority gates | 3 | 3 |
| latches | 7 | 7 |
layout make-up:
| class | count | area, um^2 | area share |
|---|---|---|---|
| clock buffers | 4 | 55.05 | 0.02386 |
| inverters | 8 | 30.03 | 0.01302 |
| repair buffers | 15 | 145.1 | 0.06291 |
| flip-flops and latches | 60 | 1166 | 0.5054 |
| multi-input cells | 129 | 790.8 | 0.3427 |
| well taps | 96 | 120.1 | 0.05206 |
through the flow:
stage / cell area, um^2 / setup WS [ps] / hold slack [ps] / instances
final: 2307 / 1319 / 424.9 / 312
after global routing: 2307 / 1180 / 460.9 / 312
after CTS: 2307 / 1289 / 426.7 / 312
after detailed placement: 2252 / 1316 / 404.9 / 308
after global placement: 2252 / 1305 / 397.8 / 308
after floorplan: 2238 / 1462 / 383.2 / 231
power breakdown:
group	internal (mW)	switching [mW]
Sequential	0.290	0
Combinational	0.00526	0.00483
Clock	0.106	0.0886
cell usage in the layout (no fill, tap or decap), types with 7 or more instances in the layout:
master           count
nor2_1              10
xnor2_1             13
inv_1                8
dlxtn_1              7
and2_1               7
conb_1              32
dfxtp_1             53
nand2_1             10
clkdlybuf4s50_1     13
xor2_1              15
No activity file was given, so power comes from the tool's default toggle rates.
